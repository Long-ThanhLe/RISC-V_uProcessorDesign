==> config.mk <==
export PLATFORM = sky130hd
export DESIGN_NAME = regs
export DESIGN_NICKNAME = regs
export VERILOG_FILES = /design/flow/design.v
export SDC_FILE = /design/flow/constraint.sdc
export NUM_CORES = 4
export LEC_CHECK = 1
export CORE_UTILIZATION = 50
==> constraint.sdc <==
current_design regs

set clk_period 6.0
set clk_io_pct 0.2

create_clock -name clk0 -period $clk_period [get_ports {clk}]

set non_clock_inputs [all_inputs -no_clocks]
set_input_delay [expr $clk_period * $clk_io_pct] -clock clk0 $non_clock_inputs
set_output_delay [expr $clk_period * $clk_io_pct] -clock clk0 [all_outputs]
==> design.v <==
`timescale 1ns / 1ps
module regs(
    data_D,
    addr_D,
    addr_A,
    addr_B,
    Wen,
    clk,
    data_A,
    data_B
    );
input [31:0] data_D;
input [4:0] addr_D, addr_A, addr_B;
input Wen, clk;
output [31:0] data_A, data_B;
reg [31:0] data_A, data_B;
reg [31:0] reg_file [31:0];
integer i;
always @(*)
begin
    case (addr_A)
        5'd00: data_A <= reg_file[00];
        5'd01: data_A <= reg_file[01];
        5'd02: data_A <= reg_file[02];
        5'd03: data_A <= reg_file[03];
        5'd04: data_A <= reg_file[04];
        5'd05: data_A <= reg_file[05];
        5'd06: data_A <= reg_file[06];
        5'd07: data_A <= reg_file[07];
        5'd08: data_A <= reg_file[08];
        5'd09: data_A <= reg_file[09];
        5'd10: data_A <= reg_file[10];
        5'd11: data_A <= reg_file[11];
        5'd12: data_A <= reg_file[12];
        5'd13: data_A <= reg_file[13];
        5'd14: data_A <= reg_file[14];
        5'd15: data_A <= reg_file[15];
        5'd16: data_A <= reg_file[16];
        5'd17: data_A <= reg_file[17];
        5'd18: data_A <= reg_file[18];
        5'd19: data_A <= reg_file[19];
        5'd20: data_A <= reg_file[20];
        5'd21: data_A <= reg_file[21];
        5'd22: data_A <= reg_file[22];
        5'd23: data_A <= reg_file[23];
        5'd24: data_A <= reg_file[24];
        5'd25: data_A <= reg_file[25];
        5'd26: data_A <= reg_file[26];
        5'd27: data_A <= reg_file[27];
        5'd28: data_A <= reg_file[28];
        5'd29: data_A <= reg_file[29];
        5'd30: data_A <= reg_file[30];
        5'd31: data_A <= reg_file[31];
    endcase
    case (addr_B)
        5'd00: data_B <= reg_file[00];
        5'd01: data_B <= reg_file[01];
        5'd02: data_B <= reg_file[02];
        5'd03: data_B <= reg_file[03];
        5'd04: data_B <= reg_file[04];
        5'd05: data_B <= reg_file[05];
        5'd06: data_B <= reg_file[06];
        5'd07: data_B <= reg_file[07];
        5'd08: data_B <= reg_file[08];
        5'd09: data_B <= reg_file[09];
        5'd10: data_B <= reg_file[10];
        5'd11: data_B <= reg_file[11];
        5'd12: data_B <= reg_file[12];
        5'd13: data_B <= reg_file[13];
        5'd14: data_B <= reg_file[14];
        5'd15: data_B <= reg_file[15];
        5'd16: data_B <= reg_file[16];
        5'd17: data_B <= reg_file[17];
        5'd18: data_B <= reg_file[18];
        5'd19: data_B <= reg_file[19];
        5'd20: data_B <= reg_file[20];
        5'd21: data_B <= reg_file[21];
        5'd22: data_B <= reg_file[22];
        5'd23: data_B <= reg_file[23];
        5'd24: data_B <= reg_file[24];
        5'd25: data_B <= reg_file[25];
        5'd26: data_B <= reg_file[26];
        5'd27: data_B <= reg_file[27];
        5'd28: data_B <= reg_file[28];
        5'd29: data_B <= reg_file[29];
        5'd30: data_B <= reg_file[30];
        5'd31: data_B <= reg_file[31];
    endcase
end
always @(posedge clk)
begin
    if (Wen == 1'b1)
        begin
            case (addr_D)
                5'd00: reg_file[00]  <= 32'd0; 
                5'd01: reg_file[01]  <= data_D[31:0]; 
                5'd02: reg_file[02]  <= data_D[31:0]; 
                5'd03: reg_file[03]  <= data_D[31:0]; 
                5'd04: reg_file[04]  <= data_D[31:0]; 
                5'd05: reg_file[05]  <= data_D[31:0]; 
                5'd06: reg_file[06]  <= data_D[31:0]; 
                5'd07: reg_file[07]  <= data_D[31:0]; 
                5'd08: reg_file[08]  <= data_D[31:0]; 
                5'd09: reg_file[09]  <= data_D[31:0]; 
                5'd10: reg_file[10]  <= data_D[31:0]; 
                5'd11: reg_file[11]  <= data_D[31:0]; 
                5'd12: reg_file[12]  <= data_D[31:0]; 
                5'd13: reg_file[13]  <= data_D[31:0]; 
                5'd14: reg_file[14]  <= data_D[31:0]; 
                5'd15: reg_file[15]  <= data_D[31:0]; 
                5'd16: reg_file[16]  <= data_D[31:0]; 
                5'd17: reg_file[17]  <= data_D[31:0]; 
                5'd18: reg_file[18]  <= data_D[31:0]; 
                5'd19: reg_file[19]  <= data_D[31:0]; 
                5'd20: reg_file[20]  <= data_D[31:0]; 
                5'd21: reg_file[21]  <= data_D[31:0]; 
                5'd22: reg_file[22]  <= data_D[31:0]; 
                5'd23: reg_file[23]  <= data_D[31:0]; 
                5'd24: reg_file[24]  <= data_D[31:0]; 
                5'd25: reg_file[25]  <= data_D[31:0]; 
                5'd26: reg_file[26]  <= data_D[31:0]; 
                5'd27: reg_file[27]  <= data_D[31:0]; 
                5'd28: reg_file[28]  <= data_D[31:0]; 
                5'd29: reg_file[29]  <= data_D[31:0]; 
                5'd30: reg_file[30]  <= data_D[31:0]; 
                5'd31: reg_file[31]  <= data_D[31:0]; 
            endcase
        end
end
initial begin
    for (i = 0; i <32; i = i + 1)
    begin
        reg_file[i] = 32'd0;
    end
end
endmodule
==> run.sh <==
#!/bin/bash
# OpenROAD 26Q1-2900-gdf79404cd8, Yosys 0.63+post, stock flow scripts
make -C /OpenROAD-flow-scripts/flow DESIGN_CONFIG=/design/flow/config.mk WORK_HOME=/design/flow/orfs finish
==> results.json <==
{
  "routed-via-count": 34234,
  "largest_register_ffs": 992,
  "required_ns": 4.80,
  "syn_area_um2": 43750,
  "ant_nets": 0,
  "first_global_vias": 36535,
  "wirelength_um": 205100,
  "reg.largest.list": "reg_file: 992 flops",
  "fin_util_pct": 59.34,
  "max_freq_ghz": 0.1698,
  "netlist_instances": 3045,
  "slew_violations": 0,
  "portBuffers": 112,
  "ys_types": 69,
  "drtIter0Drc": 3402,
  "endpoint_kind": "output port",
  "p_per_area_nw_per_um2": 303.1,
  "rsz0062_at_grt": "false",
  "wire_per_inst_um": 45.30,
  "ios": 113,
  "syn2layout_area_growth_pct": 17.66,
  "grt_max_degree": 43,
  "yosys_warnings": 2,
  "gp_congestion": 1.040,
  "outcome": "finished, final reports clean",
  "finalNonFillerCells": 4527,
  "cts_tree": "built",
  "ff_type": "edfxtp_1",
  "hold_class": "input port to flop",
  "dp_hpwl_um": 127100,
  "max-vdd-ir-drop_mv": 0.2805,
  "drcViolationCount": 0,
  "grt_pass1_wl_um": 278800,
  "p_leak_nw": 17.29,
  "post-cts-setup-buffer-count": 0,
  "die_h_um": 297.8,
  "setup_ws_ns": 0.1116,
  "post-route-period-util_pct": 98.14,
  "fp_util_pct": 50.43,
  "cts-hold-fix-buffers": 0,
  "cts_buffers": 105,
  "die-area_um2": 88680,
  "hold_viol_final": 0,
  "grtUsageTotal_pct": 51.29,
  "worstPathArrival_ns": 4.69,
  "grt-ovfl-total": 0,
  "worstSetupEndpoint": "data_B[31]",
  "clock_sinks": 992,
  "ys_seq_elements": 992,
  "ys_area_um2": 43750,
  "dpl-instance-area_um2": 47970,
  "die_w_um": 297.8,
  "tightest_slew_ns": 1.203,
  "finalCriticalPeriod_ns": 5.888,
  "top_area_share_pct": 68.09,
  "hold_ws_ns": 1.317,
  "report.power.total_mw": 15.60,
  "slew_headroom_pct": 19.60,
  "synth_seq_share_pct": 68.09,
  "ys_cells": 3045,
  "cts.repair.resized": 0,
  "antenna_found_initial": 10,
  "worstPathMaxFanout": 18,
  "dpl_worst_slack_ns": 0.4078,
  "clock-root-buffer": "clkbuf_16",
  "top_area_cell": "edfxtp_1",
  "edf_count": 992,
  "layout-drive-gt1-share_pct": 17.51,
  "critPathLaunchType": "input port",
  "cp-startpoint": "addr_B[3]",
  "routed_via_density": 7.562,
  "synth.avg_cell_area_um2": 14.37,
  "cts.clk_slew.worst_paths_ns": 0.06,
  "setup_viol_count_final": 0,
  "dr.pass1.iters": 9,
  "placed_cells": 4323,
  "maxCapViolations": 0,
  "htreeDepth": 3,
  "openroad.warnings": 25,
  "num_rows": 108,
  "clk_path_buf_depth": 3,
  "setup_tns_ns": 0,
  "core_area_um2": 86750,
  "design_area_um2": 51480,
  "worstSetupPathType": "input port to output port",
  "async_flop_share_pct": 0,
  "largest-register": "reg_file",
  "topCellsByArea": "edfxtp_1 68%, a22oi_1 9.5%, and3_1 2.4%, mux2i_1 2.1%, nand4_1 1.5%"
}
-- power breakdown --
part | internal, mW | total [mW] | leakage, nW | switching, mW
registers | 7.71 | 7.76 | 8.94 | 0.0447
clock network | 3.90 | 6.69 | 1.71 | 2.80
logic | 0.408 | 1.15 | 6.65 | 0.742
-- layout make-up --
cell class | instances | area (um2)
Antenna cell | 9 | 22.52
Clock inverter | 69 | 689.4
Timing Repair Buffer | 376 | 3379
Sequential cell | 992 | 29790
Multi-Input combinational cell | 1788 | 13310
Clock buffer | 126 | 2791
Inverter | 12 | 45.04
Fill cell | 6518 | 35280
Tap cell | 1155 | 1445
-- cells by family (layout without fill, tap and decap cells) --
logic type             Yosys count  count (layout)  synth area share [%]
flip-flops                     992             992                 68.09
AND-OR/OR-AND                  888             888                 15.65
AND/OR/NAND/NOR                763             763                 9.924
buffers and inverters          265             583                 2.585
multiplexers                   137             137                 3.752
other                            0               9                     0
-- placed cells by master, fill, tap and decap left out, types with 27 or more instances in the layout --
cell type,netlist,routed
a22oi_1,555,555
clkbuf_16,0,109
clkinv_2,0,27
or4_1,44,44
and3_1,171,171
nand2_1,65,65
nand3_1,117,117
a22o_1,41,41
mux2i_1,92,92
nand4_1,104,104
edfxtp_1,992,992
nor2_1,126,72
a21oi_1,61,61
buf_4,3,242
nor2_4,0,49
clkdlybuf4s50_1,0,105
a2111oi_0,41,41
-- worst min-delay path by stage --
stage              start                          to  slack (ns)  cells past startpoint
finish        data_D[23]  reg_file[14][23]$_DFFE_PP_        1.32                      2
CTS           data_D[23]  reg_file[22][23]$_DFFE_PP_        1.29                      2
global route   data_D[6]    reg_file[9][6]$_DFFE_PP_        1.33                      2
-- cells in the mapped netlist (6+ instances only) --
master     number
nand2_1        65
o2bb2ai_1       7
a221oi_1       15
or3_1          16
nor2b_1        13
mux2_2         26
o21ai_0        16
nand3b_1        8
and3b_1         7
inv_1          11
a22o_1         41
nor3b_1         8
buf_6           7
nor4_1          6
nor2_1        126
mux4_2         19
o2111ai_1       8
a2111oi_0      41
o211ai_1       22
or4_1          44
and4_1         11
nand3_1       117
a22oi_1       555
a2bb2oi_1      14
buf_1          18
a21oi_1        61
nand2b_1       13
or3b_2          6
buf_2          57
and2_1         21
o31ai_1        11
edfxtp_1      992
clkbuf_1      167
a32oi_1        25
a222oi_1       21
and3_1        171
nand4_1       104
o22ai_1        13
a31oi_1         7
a2111oi_2      13
mux2i_1        92
o2111a_1        6
-- worst max-delay path, stage by stage --
cell,delay [ns]
buf_4,0.44
buf_4,0.43
nor3_2,0.11
buf_4,0.33
a2111oi_0,0.87
nand3_1,0.14
or4_1,0.65
clkdlybuf4s50_1,0.46
-- per-layer routing --
| layer | track usage [%] | wire length, um | vias up |
|---|---|---|---|
| li1 | - | - | 13244 |
| met2 | 64.69 | 83410 | 3680 |
| met3 | 45.23 | 43930 | 995 |
| met5 | 15.31 | 1595 | - |
| met4 | 27.63 | 15480 | 52 |
| met1 | 58.65 | 60680 | 16263 |
No activity file was given, so power comes from the tool's default toggle rates.
