==> /design/flow/design.v <==
`timescale 1ns / 1ps
module forwarding_pipeline6(
    instF,
    instD,
    instD2,
    instX,
    instM,
    instW,
    validF,
    validD,
    validD2,
    validX,
    validM,
    validW,
    Abypass_sel,
    Bbypass_sel,
    stallF_req
    );
input [31:0] instD, instD2, instX, instM, instW, instF;
input validF, validD, validD2, validX, validM, validW;
output reg stallF_req;
output reg [1:0] Abypass_sel, Bbypass_sel;
wire we_bypassF, we_stallF, re1F, re2F;
wire [4:0] rs1F, rs2F, wsF;
w   wF(.inst(instF), .we_bypass(we_bypassF), .we_stall(we_stallF), .ws(wsF));
r   rF(.inst(instF), .re1(re1F), .re2(re2F), .rs1(rs1F), .rs2(rs2F));
wire we_bypassD, we_stallD, re1D, re2D;
wire [4:0] rs1D, rs2D, wsD;
w   wD(.inst(instD), .we_bypass(we_bypassD), .we_stall(we_stallD), .ws(wsD));
r   rD(.inst(instD), .re1(re1D), .re2(re2D), .rs1(rs1D), .rs2(rs2D));
wire we_bypassD2, we_stallD2, re1D2, re2D2;
wire [4:0] rs1D2, rs2D2, wsD2;
w   wD2(.inst(instD2), .we_bypass(we_bypassD2), .we_stall(we_stallD2), .ws(wsD2));
r   rD2(.inst(instD2), .re1(re1D2), .re2(re2D2), .rs1(rs1D2), .rs2(rs2D2));
wire we_bypassX, we_stallX, re1X, re2X;
wire [4:0] rs1X, rs2X, wsX;
w   wX(.inst(instX), .we_bypass(we_bypassX), .we_stall(we_stallX), .ws(wsX));
r   rX(.inst(instX), .re1(re1X), .re2(re2X), .rs1(rs1X), .rs2(rs2X));
wire we_bypassM, we_stallM, re1M, re2M;
wire [4:0] rs1M, rs2M, wsM;
w   wM(.inst(instM), .we_bypass(we_bypassM), .we_stall(we_stallM), .ws(wsM));
r   rM(.inst(instM), .re1(re1M), .re2(re2M), .rs1(rs1M), .rs2(rs2M));
wire we_bypassW, we_stallW, re1W, re2W;
wire [4:0] rs1W, rs2W, wsW;
w   wW(.inst(instW), .we_bypass(we_bypassW), .we_stall(we_stallW), .ws(wsW));
r   rW(.inst(instW), .re1(re1W), .re2(re2W), .rs1(rs1W), .rs2(rs2W));
wire Abypass_XD2, Abypass_MD2, Abypass_WD2;
wire Bbypass_XD2, Bbypass_MD2, Bbypass_WD2;
assign Abypass_XD2 = (rs1D2 == wsX) && (we_bypassX == 1'b1) && (re1D2 == 1'b1) && (wsX != 5'd0) && (validX == 1'b1) && (validD2 == 1'b1);
assign Bbypass_XD2 = (rs2D2 == wsX) && (we_bypassX == 1'b1) && (re2D2 == 1'b1) && (wsX != 5'd0) && (validX == 1'b1) && (validD2 == 1'b1);
assign Abypass_MD2 = (rs1D2 == wsM) && (we_bypassM == 1'b1) && (re1D2 == 1'b1) && (wsM != 5'd0) && (validM == 1'b1) && (validD2 == 1'b1);
assign Bbypass_MD2 = (rs2D2 == wsM) && (we_bypassM == 1'b1) && (re2D2 == 1'b1) && (wsM != 5'd0) && (validM == 1'b1) && (validD2 == 1'b1);
assign Abypass_WD2 = (rs1D2 == wsW) && (we_bypassW == 1'b1) && (re1D2 == 1'b1) && (wsW != 5'd0) && (validW == 1'b1) && (validD2 == 1'b1);
assign Bbypass_WD2 = (rs2D2 == wsW) && (we_bypassW == 1'b1) && (re2D2 == 1'b1) && (wsW != 5'd0) && (validW == 1'b1) && (validD2 == 1'b1);
wire stall_load_A, stall_load_B, stall_load;
assign stall_load_B = (rs2F == wsD) && (we_stallD == 1'b1) && (re2F == 1'b1) && (wsD != 5'd0) && (validF == 1'b1) && (validD == 1'b1) ;
assign stall_load_A = (rs1F == wsD) && (we_stallD == 1'b1) && (re1F == 1'b1) && (wsD != 5'd0) && (validF == 1'b1) && (validD == 1'b1) ;
assign stall_load = stall_load_A | stall_load_B;
always @(*)
begin
    if (Abypass_XD2 == 1'b1) begin
        Abypass_sel = 2'd1;
    end else begin 
        if (Abypass_MD2 == 1'b1) begin
            Abypass_sel = 2'd2;        
        end else begin
            if (Abypass_WD2 == 1'b1) begin
                Abypass_sel = 2'd3;
            end else begin
                Abypass_sel = 2'd0;
            end
        end
    end
    if (Bbypass_XD2 == 1'b1) begin
        Bbypass_sel = 2'd1;
    end else begin 
        if (Bbypass_MD2 == 1'b1) begin
            Bbypass_sel = 2'd2;        
        end else begin
            if (Bbypass_WD2 == 1'b1) begin
                Bbypass_sel = 2'd3;
            end else begin
                Bbypass_sel = 2'd0;
            end
        end
    end
    if (stall_load == 1'b1)
    begin
        stallF_req = 1'b1;
    end else begin
        stallF_req = 1'b0;
    end
end
endmodule
`timescale 1ns / 1ps
module r(
    inst,
    re1,
    re2,
    rs1,
    rs2
    );
input [31:0] inst;
output reg [4:0] rs1, rs2;
output reg re1, re2;
parameter R_TYPE = 5'b01100;
parameter B_TYPE = 5'b11000;
parameter I_CAL = 5'b00100;
parameter I_LOAD = 5'b00000;
parameter S_TYPE = 5'b01000;
parameter LUI_TYPE = 5'b01101;
parameter AUIPC_TYPE = 5'b00101;
parameter JAL_TYPE = 5'b11011;
parameter JALR_TYPE = 5'b11001;
initial begin
    rs1 = 0;
    rs2 = 0;
    re1 = 0;
    re2 = 0;
end
always @(*)
begin
    case (inst[6:2])
    R_TYPE: re1 = 1'b1; 
    I_CAL:  re1 = 1'b1;
    I_LOAD: re1 = 1'b1;
    S_TYPE: re1 = 1'b1;
    B_TYPE: re1 = 1'b1;
    LUI_TYPE: re1 = 1'b0;
    AUIPC_TYPE: re1 = 1'b0;
    JAL_TYPE: re1 = 1'b0;
    JALR_TYPE: re1 = 1'b1;
    endcase
end
always @(*)
begin
    case (inst[6:2])
    R_TYPE: re2 = 1'b1; 
    I_CAL:  re2 = 1'b0;
    I_LOAD: re2 = 1'b0;
    S_TYPE: re2 = 1'b1;
    B_TYPE: re2 = 1'b1;
    LUI_TYPE: re2 = 1'b0;
    AUIPC_TYPE: re2 = 1'b0;
    JAL_TYPE: re2 = 1'b0;
    JALR_TYPE: re2 = 1'b0;
    endcase
end
always @(*)
begin
    rs1 = inst[19:15];
    rs2 = inst[24:20];
end
endmodule
`timescale 1ns / 1ps
module w(
    inst,
    we_bypass,
    we_stall,
    ws
    );
input [31:0] inst;
output reg we_bypass, we_stall;
output reg [4:0] ws;
parameter R_TYPE = 5'b01100;
parameter B_TYPE = 5'b11000;
parameter I_CAL = 5'b00100;
parameter I_LOAD = 5'b00000;
parameter S_TYPE = 5'b01000;
parameter LUI_TYPE = 5'b01101;
parameter AUIPC_TYPE = 5'b00101;
parameter JAL_TYPE = 5'b11011;
parameter JALR_TYPE = 5'b11001;
initial begin
    we_stall = 1'b0;
    we_bypass = 1'b0;
end
always @(*)
begin
    case (inst[6:2])
    R_TYPE: we_bypass = 1'b1; 
    I_CAL:  we_bypass = 1'b1;
    I_LOAD: we_bypass = 1'b1;
    S_TYPE: we_bypass = 1'b0;
    B_TYPE: we_bypass = 1'b0;
    LUI_TYPE: we_bypass = 1'b1;  
    AUIPC_TYPE: we_bypass = 1'b1;  
    JAL_TYPE: we_bypass = 1'b1;
    JALR_TYPE: we_bypass = 1'b1;  
    endcase
end
always @(*)
begin
    case (inst[6:2])
    R_TYPE: we_stall = 1'b0; 
    I_CAL:  we_stall = 1'b0;
    I_LOAD: we_stall = 1'b1;
    S_TYPE: we_stall = 1'b0;
    B_TYPE: we_stall = 1'b0;
    LUI_TYPE: we_stall = 1'b0;  
    AUIPC_TYPE: we_stall = 1'b0;  
    JAL_TYPE: we_stall = 1'b0; 
    JALR_TYPE: we_stall = 1'b1; 
    endcase
end
always @(*)
begin
    ws = inst[11:7];
end
endmodule
==> /design/flow/run.sh <==
#!/bin/bash
# OpenROAD 26Q1-2900-gdf79404cd8, Yosys 0.63+post, stock flow scripts
make -C /OpenROAD-flow-scripts/flow DESIGN_CONFIG=/design/flow/config.mk WORK_HOME=/design/flow/orfs finish
==> /design/flow/config.mk <==
export PLATFORM = sky130hd
export DESIGN_NAME = forwarding_pipeline6
export DESIGN_NICKNAME = forwarding_pipeline6
export VERILOG_FILES = /design/flow/design.v
export SDC_FILE = /design/flow/constraint.sdc
export NUM_CORES = 4
export LEC_CHECK = 1
export CORE_AREA = 10 10 99 99
export DIE_AREA = 0 0 109 109
==> /design/flow/constraint.sdc <==
current_design forwarding_pipeline6

set clk_period 2.3
set clk_io_pct 0.2

create_clock -name clk0 -period $clk_period

set non_clock_inputs [all_inputs -no_clocks]
set_input_delay [expr $clk_period * $clk_io_pct] -clock clk0 $non_clock_inputs
set_output_delay [expr $clk_period * $clk_io_pct] -clock clk0 [all_outputs]
==> notes.md <==
Results of an implementation run.

In this run the remaining antenna-violating nets after routing total 0. The number of cells in the yosys synthesis report is 130. For this design, the CTS-stage hold fixing added 0 buffers.

The worst slew margin relative to its limit is 76.4%. The share of post-route cells with drive strength above 1 is 33.6%. Total power normalized to cell area comes to 156 nW/um^2. The type of element launching the critical path is an input port. The number of antenna diodes in the final layout is 0. Max fanout on the critical path was recorded as 3. The launching element of the worst setup path is instM[10]. For the pin with the worst max-slew slack, the measured transition is 0.350 ns. The data required time reported for the critical path is 1.84 ns. Per the GRT congestion report, total overflow comes to 0. The maximum number of pins on one net before global-route repair is 6. Setup repair after global routing left no endpoint under its margin. The detailed placement HPWL is 3710 um. On the final layout, the worst hold slack is 1.44 ns. The standard-cell row count is 32.

The overall global routing resource usage is 6.27%. In the setup report, the worst path falls into the class input port to primary output. The summed negative setup slack over all endpoints is 0 ns. The total wire length is 4190 um. The capture point of the critical path is Abypass_sel[1]. Post-route period utilization is reported as 98.3%.

The first global-routing pass estimated 6290 um of wire. The violation tally from detailed-route iteration zero is 28. In this run the maximum-capacitance check reported violations numbering 0.

For this sky-water flow run, the detailed-routed wirelength per cell is reported as 12.6 um. The area of the synthesized netlist per yosys stat is 1000 um^2. In this run the mean area of a mapped cell was 7.71 um^2. The total die size is 11,900 um^2. The length of the first detailed-routing pass in iterations is 4. For reference, the final report shows the max-slew violation count at 0.

Overall power consumption after layout is estimated at 0.325 mW. Between the synthesized netlist and the finished layout, the area growth was recorded as 108%. 203 I/O pins were placed. The leading area contributor after synthesis is sky130_fd_sc_hd__xnor2_1. The count of unclocked register or latch pins is 8.

The worst path needs 2.26 ns of the cycle, external delays included. According to the timing report, the arrival time at the worst endpoint equals 1.80 ns. For reference, the top cells by area after synthesis are sky130_fd_sc_hd__xnor2_1, sky130_fd_sc_hd__xor2_1, sky130_fd_sc_hd__dlxtn_1. The synthesized netlist occupies a cell area of 1000 um^2. The number of logged tool warnings is 154. The highest attainable clock frequency is 0.442 GHz. The floorplan die width is 109 um. The number of hold-slack violations in the final timing report is 0. The placeable core area is 7730 um^2. The count of port buffers added during placement is 81. The residual DRC count is 0. The synthesis report lists the Yosys warning total as 3. The script logs the ratio of routed vias to standard cells as 4.04. The starting density of the core is 13.0%. The number of antenna violations at the first check in global routing is 0.

The final report lists the setup-violating endpoint count as 0. The critical path endpoint category is a primary output. Note that the worst hold path type here is input port to primary output. The synthesized design devotes to its leading area cell type 22.7% of total area. Routability-driven placement finished with a final weighted congestion of 0.887. The vertical die dimension reported for this design is 109 um. The via count of the first global-routing pass is 1,383. The routed layout has 1,351 vias.

The number of register bits inferred by synthesis is 8. The number of unique standard cell types used by synthesis is 25. The run finished with clean final reports. For this run, the share of the core covered by cells in the final layout is 27.0%. The number of unconstrained endpoints is 8. The maximum vdd drop is 0.0517 mV. The power report puts the leakage power at 0.839 nW.

Synthesis produced a netlist whose cell count is 130.
[metrics by stage]
| stage | cell area, um^2 | instances | setup slack [ns] |
|---|---|---|---|
| after floorplan | 1000 | 130 | 0.473 |
| after detailed placement | 2070 | 330 | -0.681 |
| after global routing | 2080 | 334 | 0.00138 |
| after global placement | 2070 | 330 | -0.684 |
| after CTS | 2100 | 335 | 0.000145 |
| final | 2080 | 334 | 0.0395 |
[worst max-delay path, stage by stage]
cell and delay (ns):
sky130_fd_sc_hd__buf_2 0.13, sky130_fd_sc_hd__or4_4 0.13, sky130_fd_sc_hd__o211ai_2 0.09, sky130_fd_sc_hd__buf_4 0.16, sky130_fd_sc_hd__or4_4 0.51, sky130_fd_sc_hd__a21boi_2 0.14, sky130_fd_sc_hd__clkdlybuf4s15_1 0.18
[placed cells by master, fill, tap and decap left out, types with 2 or more instances in the layout]
cell type                          n
sky130_fd_sc_hd__nand2b_1          9
sky130_fd_sc_hd__a22o_1            2
sky130_fd_sc_hd__a21o_1            2
sky130_fd_sc_hd__nor4_2            2
sky130_fd_sc_hd__clkbuf_2          4
sky130_fd_sc_hd__o21ai_0           3
sky130_fd_sc_hd__nand2_1           3
sky130_fd_sc_hd__clkdlybuf4s50_1  42
sky130_fd_sc_hd__or3_1             4
sky130_fd_sc_hd__dlxtn_1           8
sky130_fd_sc_hd__buf_4            22
sky130_fd_sc_hd__clkdlybuf4s15_2   2
sky130_fd_sc_hd__nand3_1           3
sky130_fd_sc_hd__xor2_1           14
sky130_fd_sc_hd__nor4_1            4
sky130_fd_sc_hd__xnor2_1          19
sky130_fd_sc_hd__dlygate4sd2_1     9
sky130_fd_sc_hd__buf_2            20
sky130_fd_sc_hd__a2bb2oi_1         2
sky130_fd_sc_hd__a21boi_0          3
sky130_fd_sc_hd__o21ai_2           2
sky130_fd_sc_hd__xnor2_2           7
sky130_fd_sc_hd__a21oi_1           9
sky130_fd_sc_hd__nand4_1           6
sky130_fd_sc_hd__nor2_1            4
sky130_fd_sc_hd__a211oi_1          2
sky130_fd_sc_hd__buf_6             2
sky130_fd_sc_hd__or4_4             9
sky130_fd_sc_hd__inv_1             3
sky130_fd_sc_hd__o211ai_2          3
sky130_fd_sc_hd__a21boi_2          2
[worst min path at each step]
stage | start | endpoint | slack, ns | cells after the start
finish | instX[9] | Abypass_sel[0] | 1.44 | 6
global route | instX[9] | Abypass_sel[0] | 1.48 | 6
CTS | instD2[21] | Bbypass_sel[1] | 1.47 | 6
[sequential cells by signal (all words and copies together), names as in the netlist]
signal,flops
wX.we_bypass,1
rD2.re2,1
wM.we_bypass,1
rD2.re1,1
wW.we_bypass,1
rF.re1,1
wD.we_stall,1
rF.re2,1
[cell type report]
cell class,count,area [um^2]
Fill cell,834,5640
Inverter,3,11.3
Multi-Input combinational cell,119,986
Sequential cell,8,120
Tap cell,102,128
Timing Repair Buffer,102,840
[cell families (layout without fill, tap and decap cells)]
logic type      count (synthesis)  after routing  share of synthesized area (%)
buf+inv                         3            105                           1.12
compound gates                 33             33                           24.0
latches                         8              8                           12.0
xor+xnor                       40             40                           35.0
simple gates                   46             46                           28.0
[layer usage]
layer	global-route usage (%)	wire, um	vias to the layer above
li1	-	-	694
met3	2.63	530	2
met4	0	4	0
met1	7.98	1840	587
met2	10.3	1820	68
met5	0	0	-
[power by group]
group	leakage (nW)	switching [mW]	total, mW	internal (mW)
Combinational	0.773	0.120	0.310	0.189
Sequential	0.0666	0.00203	0.0156	0.0135
Clock	0	0	0	0
[synth_stat cells]
| library cell | count |
|---|---|
| sky130_fd_sc_hd__nor4_1 | 6 |
| sky130_fd_sc_hd__dlxtn_1 | 8 |
| sky130_fd_sc_hd__inv_1 | 3 |
| sky130_fd_sc_hd__or4_1 | 9 |
| sky130_fd_sc_hd__a21o_1 | 2 |
| sky130_fd_sc_hd__nand3_1 | 3 |
| sky130_fd_sc_hd__a41oi_1 | 1 |
| sky130_fd_sc_hd__nand4_1 | 6 |
| sky130_fd_sc_hd__nand2b_1 | 9 |
| sky130_fd_sc_hd__nor2_1 | 4 |
| sky130_fd_sc_hd__a21boi_0 | 3 |
| sky130_fd_sc_hd__nand2_1 | 4 |
| sky130_fd_sc_hd__o21ai_0 | 3 |
| sky130_fd_sc_hd__a211oi_1 | 2 |
| sky130_fd_sc_hd__o2111ai_1 | 1 |
| sky130_fd_sc_hd__a21boi_2 | 2 |
| sky130_fd_sc_hd__or4_4 | 1 |
| sky130_fd_sc_hd__or3_1 | 4 |
| sky130_fd_sc_hd__o21ai_1 | 2 |
| sky130_fd_sc_hd__xor2_1 | 14 |
| sky130_fd_sc_hd__a22o_1 | 2 |
| sky130_fd_sc_hd__a21oi_1 | 10 |
| sky130_fd_sc_hd__a2bb2oi_1 | 2 |
| sky130_fd_sc_hd__xnor2_1 | 26 |
| sky130_fd_sc_hd__o211ai_2 | 3 |
[repair_timing]
| action | in CTS | in global routing |
|---|---|---|
| gates resized | 131 | 17 |
| pin swaps | 28 | 13 |
| endpoints found under the setup margin | 5 | 5 |
| setup buffers | 5 | 0 |
Power figures rest on the tool's default switching activity, not on a simulated workload.
