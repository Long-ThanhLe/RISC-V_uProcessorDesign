[flow/run.sh]
#!/bin/bash
# OpenROAD 26Q1-2900-gdf79404cd8, Yosys 0.63+post, stock flow scripts
make -C /OpenROAD-flow-scripts/flow DESIGN_CONFIG=/design/flow/config.mk WORK_HOME=/design/flow/orfs finish
[flow/config.mk]
export PLATFORM = sky130hd
export DESIGN_NAME = forwading_pipeline
export DESIGN_NICKNAME = forwading_pipeline
export VERILOG_FILES = /design/flow/design.v
export SDC_FILE = /design/flow/constraint.sdc
export NUM_CORES = 4
export LEC_CHECK = 1
export CORE_AREA = 10 10 88 88
export DIE_AREA = 0 0 98 98
[flow/constraint.sdc]
current_design forwading_pipeline

set clk_period 3.8
set clk_io_pct 0.2

create_clock -name clk0 -period $clk_period

set non_clock_inputs [all_inputs -no_clocks]
set_input_delay [expr $clk_period * $clk_io_pct] -clock clk0 $non_clock_inputs
set_output_delay [expr $clk_period * $clk_io_pct] -clock clk0 [all_outputs]
[flow/design.v]
`timescale 1ns / 1ps
module forwading_pipeline(
    instF,
    instD,
    instX,
    instM,
    instW,
    validF,
    validD,
    validX,
    validM,
    validW,
    Abypass_sel,
    Bbypass_sel,
    stallF_req
    );
input [31:0] instD, instX, instM, instW, instF;
input validF, validD, validX, validM, validW;
output reg stallF_req;
output reg [1:0] Abypass_sel, Bbypass_sel;
wire we_bypassF, we_stallF, re1F, re2F;
wire [4:0] rs1F, rs2F, wsF;
w   wF(.inst(instF), .we_bypass(we_bypassF), .we_stall(we_stallF), .ws(wsF));
r   rF(.inst(instF), .re1(re1F), .re2(re2F), .rs1(rs1F), .rs2(rs2F));
wire we_bypassD, we_stallD, re1D, re2D;
wire [4:0] rs1D, rs2D, wsD;
w   wD(.inst(instD), .we_bypass(we_bypassD), .we_stall(we_stallD), .ws(wsD));
r   rD(.inst(instD), .re1(re1D), .re2(re2D), .rs1(rs1D), .rs2(rs2D));
wire we_bypassX, we_stallX, re1X, re2X;
wire [4:0] rs1X, rs2X, wsX;
w   wX(.inst(instX), .we_bypass(we_bypassX), .we_stall(we_stallX), .ws(wsX));
r   rX(.inst(instX), .re1(re1X), .re2(re2X), .rs1(rs1X), .rs2(rs2X));
wire we_bypassM, we_stallM, re1M, re2M;
wire [4:0] rs1M, rs2M, wsM;
w   wM(.inst(instM), .we_bypass(we_bypassM), .we_stall(we_stallM), .ws(wsM));
r   rM(.inst(instM), .re1(re1M), .re2(re2M), .rs1(rs1M), .rs2(rs2M));
wire we_bypassW, we_stallW, re1W, re2W;
wire [4:0] rs1W, rs2W, wsW;
w   wW(.inst(instW), .we_bypass(we_bypassW), .we_stall(we_stallW), .ws(wsW));
r   rW(.inst(instW), .re1(re1W), .re2(re2W), .rs1(rs1W), .rs2(rs2W));
wire Abypass_XD, Abypass_MD, Abypass_WD;
wire Bbypass_XD, Bbypass_MD, Bbypass_WD;
assign Abypass_XD = (rs1D == wsX) && (we_bypassX == 1'b1) && (re1D == 1'b1) && (wsX != 5'd0) && (validX == 1'b1) && (validD == 1'b1);
assign Bbypass_XD = (rs2D == wsX) && (we_bypassX == 1'b1) && (re2D == 1'b1) && (wsX != 5'd0) && (validX == 1'b1) && (validD == 1'b1);
assign Abypass_MD = (rs1D == wsM) && (we_bypassM == 1'b1) && (re1D == 1'b1) && (wsM != 5'd0) && (validM == 1'b1) && (validD == 1'b1);
assign Bbypass_MD = (rs2D == wsM) && (we_bypassM == 1'b1) && (re2D == 1'b1) && (wsM != 5'd0) && (validM == 1'b1) && (validD == 1'b1);
assign Abypass_WD = (rs1D == wsW) && (we_bypassW == 1'b1) && (re1D == 1'b1) && (wsW != 5'd0) && (validW == 1'b1) && (validD == 1'b1);
assign Bbypass_WD = (rs2D == wsW) && (we_bypassW == 1'b1) && (re2D == 1'b1) && (wsW != 5'd0) && (validW == 1'b1) && (validD == 1'b1);
wire stall_load_A, stall_load_B, stall_load;
assign stall_load_B = (rs2F == wsD) && (we_stallD == 1'b1) && (re2F == 1'b1) && (wsD != 5'd0) && (validF == 1'b1) && (validD == 1'b1) ;
assign stall_load_A = (rs1F == wsD) && (we_stallD == 1'b1) && (re1F == 1'b1) && (wsD != 5'd0) && (validF == 1'b1) && (validD == 1'b1) ;
assign stall_load = stall_load_A | stall_load_B;
always @(*)
begin
    if (Abypass_XD == 1'b1) begin
        Abypass_sel = 2'd1;
    end else begin 
        if (Abypass_MD == 1'b1) begin
            Abypass_sel = 2'd2;        
        end else begin
            if (Abypass_WD == 1'b1) begin
                Abypass_sel = 2'd3;
            end else begin
                Abypass_sel = 2'd0;
            end
        end
    end
    if (Bbypass_XD == 1'b1) begin
        Bbypass_sel = 2'd1;
    end else begin 
        if (Bbypass_MD == 1'b1) begin
            Bbypass_sel = 2'd2;        
        end else begin
            if (Bbypass_WD == 1'b1) begin
                Bbypass_sel = 2'd3;
            end else begin
                Bbypass_sel = 2'd0;
            end
        end
    end
    if (stall_load == 1'b1)
    begin
        stallF_req = 1'b1;
    end else begin
        stallF_req = 1'b0;
    end
end
endmodule
`timescale 1ns / 1ps
module r(
    inst,
    re1,
    re2,
    rs1,
    rs2
    );
input [31:0] inst;
output reg [4:0] rs1, rs2;
output reg re1, re2;
parameter R_TYPE = 5'b01100;
parameter B_TYPE = 5'b11000;
parameter I_CAL = 5'b00100;
parameter I_LOAD = 5'b00000;
parameter S_TYPE = 5'b01000;
parameter LUI_TYPE = 5'b01101;
parameter AUIPC_TYPE = 5'b00101;
parameter JAL_TYPE = 5'b11011;
parameter JALR_TYPE = 5'b11001;
initial begin
    rs1 = 0;
    rs2 = 0;
    re1 = 0;
    re2 = 0;
end
always @(*)
begin
    case (inst[6:2])
    R_TYPE: re1 = 1'b1; 
    I_CAL:  re1 = 1'b1;
    I_LOAD: re1 = 1'b1;
    S_TYPE: re1 = 1'b1;
    B_TYPE: re1 = 1'b1;
    LUI_TYPE: re1 = 1'b0;
    AUIPC_TYPE: re1 = 1'b0;
    JAL_TYPE: re1 = 1'b0;
    JALR_TYPE: re1 = 1'b1;
    endcase
end
always @(*)
begin
    case (inst[6:2])
    R_TYPE: re2 = 1'b1; 
    I_CAL:  re2 = 1'b0;
    I_LOAD: re2 = 1'b0;
    S_TYPE: re2 = 1'b1;
    B_TYPE: re2 = 1'b1;
    LUI_TYPE: re2 = 1'b0;
    AUIPC_TYPE: re2 = 1'b0;
    JAL_TYPE: re2 = 1'b0;
    JALR_TYPE: re2 = 1'b0;
    endcase
end
always @(*)
begin
    rs1 = inst[19:15];
    rs2 = inst[24:20];
end
endmodule
`timescale 1ns / 1ps
module w(
    inst,
    we_bypass,
    we_stall,
    ws
    );
input [31:0] inst;
output reg we_bypass, we_stall;
output reg [4:0] ws;
parameter R_TYPE = 5'b01100;
parameter B_TYPE = 5'b11000;
parameter I_CAL = 5'b00100;
parameter I_LOAD = 5'b00000;
parameter S_TYPE = 5'b01000;
parameter LUI_TYPE = 5'b01101;
parameter AUIPC_TYPE = 5'b00101;
parameter JAL_TYPE = 5'b11011;
parameter JALR_TYPE = 5'b11001;
initial begin
    we_stall = 1'b0;
    we_bypass = 1'b0;
end
always @(*)
begin
    case (inst[6:2])
    R_TYPE: we_bypass = 1'b1; 
    I_CAL:  we_bypass = 1'b1;
    I_LOAD: we_bypass = 1'b1;
    S_TYPE: we_bypass = 1'b0;
    B_TYPE: we_bypass = 1'b0;
    LUI_TYPE: we_bypass = 1'b1;  
    AUIPC_TYPE: we_bypass = 1'b1;  
    JAL_TYPE: we_bypass = 1'b1;
    JALR_TYPE: we_bypass = 1'b1;  
    endcase
end
always @(*)
begin
    case (inst[6:2])
    R_TYPE: we_stall = 1'b0; 
    I_CAL:  we_stall = 1'b0;
    I_LOAD: we_stall = 1'b1;
    S_TYPE: we_stall = 1'b0;
    B_TYPE: we_stall = 1'b0;
    LUI_TYPE: we_stall = 1'b0;  
    AUIPC_TYPE: we_stall = 1'b0;  
    JAL_TYPE: we_stall = 1'b0; 
    JALR_TYPE: we_stall = 1'b1; 
    endcase
end
always @(*)
begin
    ws = inst[11:7];
end
endmodule
==> impl_table.tex <==
% Table of physical implementation metrics
\begin{tabular}{lr}
\hline
Metric & Value \\
\hline
\multicolumn{2}{l}{\textbf{Synthesis}} \\
\quad Main logic family after synthesis & XOR/XNOR gates \\
\quad Most common cell in the synthesized netlist & xnor2\_1 \\
\quad Asr flop ratio synth & 0\% \\
\quad Number of cells in Yosys stat & about 130 \\
\quad Mux cell area share & 0\% \\
\quad Parity-gate share of the synthesized area counting xor and xnor cells & 36.3\% \\
\quad Most instantiated cells after synthesis & xnor2\_1, xor2\_1, or4\_1 \\
\quad Post-synth tally of flip-flops with integrated enable & 0 \\
\quad Number of synthesis warnings & 3 \\
\quad Post-Syn Area & about 970 um\^{}2 \\
\quad Share of the synthesized area in the top cell type & 23.6\% \\
\quad Syn Inst Count & around 130 \\
\quad FA/HA/MAJ Cells, Area Fraction & 0\% \\
\quad Dominant cells by area after synthesis & xnor2\_1, xor2\_1, dlxtn\_1 \\
\quad Post-Synthesis Mean Instance Area & 7.67 um\^{}2 \\
\quad Post-synthesis share of cell area spent on and-or and or-and gates & approximately 22\% \\
\quad Top cell type by total area after synthesis & xnor2\_1 \\
\quad Summed standard-cell area reported by yosys & $\sim$970 um\^{}2 \\
\quad Simple-gate area share of the yosys netlist & 28.9\% \\
\quad Commonest flop & dlxtn\_1 \\
\quad FF+latch count, synth & 8 \\
\quad Library cells used by synthesis & 28 \\
\multicolumn{2}{l}{\textbf{Power}} \\
\quad Part of the power in the clock network & 0\% \\
\quad Power dissipated by switching net loads & just under 0.06 mW \\
\quad Combinational group share of total power & a little over nine tenths \\
\quad Switching power as a share of total power & between 30\% and 40\% \\
\quad Maximum vdd ir drop & 0.0284 mV \\
\quad Overall power after layout & roughly 0.17 mW \\
\quad Pleak & 0.608 nW \\
\quad Power per Cell Area & just over 90 mW/mm\^{}2 \\
\quad Cell internal pwr & 0.110 mW \\
\quad Flop pwr share & under 10\% \\
\multicolumn{2}{l}{\textbf{Die}} \\
\quad Initial Utilization & 16.3\% \\
\quad Ports placed on the boundary & 170 \\
\quad Area of the core & slightly below 0.006 mm\^{}2 \\
\quad Number of placement rows & 28 \\
\quad Chip area & approximately 0.0096 mm\^{}2 \\
\quad Die extent in x & just under 100 um \\
\quad Die height & 98 um \\
\multicolumn{2}{l}{\textbf{Clock network}} \\
\quad Number of buffers added for setup after CTS & 0 \\
\quad Number of buffers added to fix hold violations after cts & 0 \\
\quad Post-CTS resize count & 0 \\
\multicolumn{2}{l}{\textbf{Timing}} \\
\quad Fin Hold WS & 2.46 ns \\
\quad Relative slew slack & roughly 80\% \\
\quad Final hold violations & 0 \\
\quad Post-route worst setup slack & a little under 0.2 ns \\
\quad Final setup violating endpoints & 0 \\
\quad Total negative slack for setup checks & 0 ns \\
\quad Setup repair after global routing missed its margin & no \\
\quad Count of unclocked register or latch pins & 8 \\
\quad Fin crit period & 3.60 ns \\
\quad Max Clk Rate & 278 MHz \\
\quad Slew Limit Fails & 0 \\
\quad Number of unconstrained endpoints & 8 \\
\quad Measured slew at the worst slew-check pin & 0.287 ns \\
\quad Post-layout period usage of the worst path & approximately 95\% \\
\multicolumn{2}{l}{\textbf{Drt}} \\
\quad Total routed wirelength & $\sim$3.7 mm \\
\quad Via count of the routed design & approximately 1,200 \\
\quad Antenna-violating nets left & 0 \\
\quad DRC violations left & 0 \\
\quad Drt wl/cell & roughly 14 um \\
\quad DRT Pass-1 Iters & 4 \\
\quad Iter 0 DRT Violations & 33 \\
\quad Antenna diodes & 0 \\
\quad Number of vias per cell & 4.17 \\
\multicolumn{2}{l}{\textbf{Placement}} \\
\quad Post-placement cell area & roughly 0.0018 mm\^{}2 \\
\quad Count of port buffers added during placement & approximately 75 \\
\quad Placed cells & 276 \\
\quad RD Place Congestion & approximately 0.83 \\
\quad Half-perimeter wire length after placement & about 3.5 mm \\
\quad Worst setup slack before clock tree synthesis & between 0.2 and 0.25 ns \\
\multicolumn{2}{l}{\textbf{Global routing}} \\
\quad Aggregate global routing overflow & 0 \\
\quad Wire length of the first global-routing pass & approximately 5.9 mm \\
\quad Overall track demand over capacity in global routing & between 7 and 8\% \\
\quad Number of global-route vias before repair & approximately 1,200 \\
\quad Initial antenna violation count & 0 \\
\quad Pin count of the biggest net entering global routing & 9 \\
\multicolumn{2}{l}{\textbf{Cells and area}} \\
\quad Count of non-filler cells in the finished layout & between 200 and 300 \\
\quad Share of final-layout standard cells stronger than drive strength 1 & 1.99\% \\
\quad Final Cell Area & roughly 0.0018 mm\^{}2 \\
\quad Fillcell total & 629 \\
\quad Finished Core Util & between 30\% and 40\% \\
\quad Area growth from synthesis to final layout & 87.4\% \\
\multicolumn{2}{l}{\textbf{Run status}} \\
\quad Outcome & finished clean \\
\multicolumn{2}{l}{\textbf{Worst setup path}} \\
\quad Critical Path Fanout Max & 3 \\
\quad Data arrival at the endpoint of the critical path & about 2.8 ns \\
\quad Category of the most critical setup path & in -> out \\
\quad Required time of the critical path & around 3 ns \\
\quad Critical path endpoint category & output port \\
\quad Startpoint class of the critical path & input pin \\
\multicolumn{2}{l}{\textbf{Job}} \\
\quad Max-capacitance violation count & 0 \\
\quad Tool warning count & approximately 130 \\
\multicolumn{2}{l}{\textbf{Worst hold path}} \\
\quad Class of the worst hold path & in -> out \\
\hline
\end{tabular}
## logic make-up after synthesis
logic type,after synthesis
XOR/XNOR,40
latches,8
AND-OR/OR-AND,30
buffers and inverters,2
AND/OR/NAND/NOR,46
## layer usage
metal  vias to the layer above  routed length (um)  track usage (%)
li1                        629                   -                -
met5                         -                   0                0
met4                         0                   0                0
met3                         0                 255             1.92
met2                        31                1850             13.0
met1                       490                1630             8.97
## power groups by stage
stage,Sequential (mW),Combinational (mW),Clock [mW]
6_report,0.00884,0.160,0
5_1_grt,0.00916,0.176,0
4_1_cts,0.00894,0.162,0
## path summary, 6_finish.rpt
| check | from | depth (start not counted) | to | slack [ns] |
|---|---|---|---|---|
| setup / recovery | instD[20] | 6 | Bbypass_sel[0] | 0.20 |
| hold / removal | validF | 4 | stallF_req | 2.46 |
## layout make-up
| class | instances | area, um^2 | area share, % |
|---|---|---|---|
| well taps | 75 | 93.8 | 5.18 |
| repair buffers | 75 | 751 | 41.5 |
| flip-flops and latches | 8 | 120 | 6.63 |
| inverters | 2 | 7.51 | 0.415 |
| multi-input cells | 116 | 838 | 46.3 |
## layout by cell type, fill, tap and decap left out, drive strengths merged, types with 3 or more instances in the layout
master         count
nand2b             8
xnor2             26
a21boi             5
nand4              6
nor2               3
clkdlybuf4s50     75
or4               10
nand2              3
o211ai             3
or3                4
xor2              14
nand3              3
dlxtn              8
nor4               5
o21ai              6
a21oi              8
## critical path, cell delays in order
cell and delay [ns]:
clkdlybuf4s50_1 0.59, xnor2_1 0.15, nand4_1 0.14, or4_1 0.54, o21ai_1 0.16, clkdlybuf4s50_1 0.50
## sequential cells by signal, indices dropped and copies added, names as in the netlist
signal        flops
rF.re2            1
wD.we_stall       1
rD.re1            1
rF.re1            1
wX.we_bypass      1
rD.re2            1
wM.we_bypass      1
wW.we_bypass      1
No activity file was given, so power comes from the tool's default toggle rates.
